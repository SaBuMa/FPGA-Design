## design/flow/design.v

```verilog
module SynchBinCountUpDwnLo
#(parameter Nbits = 4 							 
 )
(
   input clk,            						 
   input rst,          							 
   input ena,         			 				 
   input [(Nbits-1):0] Data,   				 
   input UpDwn,          						 
   input Load,										 
	output reg [(Nbits-1):0]counter			 
); 
reg datain0,datain1,datain2,datain3;		 
reg enables0,enables1,enables2,enables3;	 
wire qout0,qout1,qout2,qout3;					 
reg aux_a0,aux_a1,aux_a2,aux_a3;				 
reg aux_b0,aux_b1,aux_b2;						 
localparam [(Nbits-1):0]ZEROS = 0; 			 
reg [(Nbits-1):0]Count_next,Count_aux;		 
reg [(Nbits-1):0]reg1;							 
always @(*)
begin
	if(rst==1)
		Count_next = ZEROS;
	else if (Load)
		Count_next = Data;
	else if (ena & UpDwn)
		Count_next = Count_aux + 1'b1;
	else if (ena & ~UpDwn)
		Count_next = Count_aux - 1'b1;
	else
		Count_next = Count_aux;
end
always @(posedge clk, posedge rst)
begin
	if(rst)
		reg1 = ZEROS;
	else if (clk)
		if (ena)
				reg1 =  Count_next;		
	counter		= reg1;
	Count_aux 	= reg1;	
end
endmodule 
```

## design/flow/run.sh

```bash
#!/bin/bash
# OpenROAD 26Q1-2900-gdf79404cd8, Yosys 0.63+post, stock flow scripts
make -C /OpenROAD-flow-scripts/flow DESIGN_CONFIG=/design/flow/config.mk WORK_HOME=/design/flow/orfs finish
```

## design/flow/config.mk

```make
export PLATFORM = sky130hd
export DESIGN_NAME = SynchBinCountUpDwnLo
export DESIGN_NICKNAME = SynchBinCountUpDwnLo
export VERILOG_FILES = /design/flow/design.v
export SDC_FILE = /design/flow/constraint.sdc
export NUM_CORES = 4
export LEC_CHECK = 1
export CORE_AREA = 10 10 70 70
export DIE_AREA = 0 0 80 80
```

## design/flow/constraint.sdc

```tcl
current_design SynchBinCountUpDwnLo

set clk_period 2.4
set clk_io_pct 0.2

create_clock -name clk0 -period $clk_period [get_ports {clk}]

set non_clock_inputs [all_inputs -no_clocks]
set_input_delay [expr $clk_period * $clk_io_pct] -clock clk0 $non_clock_inputs
set_output_delay [expr $clk_period * $clk_io_pct] -clock clk0 [all_outputs]
```

==> reports/metrics.yaml <==
worst_setup_path:
  reg2reg_depth: 5
  start_kind: "primary input"
  critPathMaxStageDelay_ns: 0.53
  cpMaxStageDelayCell: "clkdlybuf4s50_1"
  path_class: "in2reg"
  cp_max_fo: 4
  end_kind: "flop"
  arrival_ns: 2.11
  worstPathRequired_ns: 2.51
  crit_chain: "clkdlybuf4s50_1 > nand2_1 > ha_1 > a21o_1 > a21oi_2 > xor2_1 > o211ai_1"
global_routing:
  antenna_found_initial: 0
  grt_overflow: 0
  grt_max_degree: 8
  grt_pass1_vias: 347
  grt_usage: 0.0325
  grt_pass1_wl_microns: 1640
final_timing:
  max_freq_mhz: 499
  setup_violations: 0
  hold_viol_final: 0
  grt_setup_unrepaired: "no"
  clock_skew_ns: 0.00569
  finalMaxSlewViolations: 0
  worstMarginPinSlew_ns: 0.334
  finalClockPeriodUsage: 0.835
  finalWorstSetupSlack_ns: 0.396
  layout_min_cycle_time_ns: 2.00
  relSlewSlack: 0.777
  fin_setup_tns_ns: 0
drt:
  drc: 0
  num_antenna_cells: 0
  drt_iter0_drc: 15
  wirelength_microns: 934
  wire_per_inst_microns: 9.43
  drtPass1Iterations: 4
  vias: 319
  drtAntennaViolNets: 0
  vias_per_cell: 3.22
power:
  switching_share: 0.302
  p_switching_w: 0.0000863
  p_comb_frac: 0.395
  seqPwrFrac: 0.315
  pwr-share-clk: 0.290
  vdd_drop_max_v: 0.000101
  powerDensity_mw_per_mm2: 520
  intPower_w: 0.000200
  cellLeakagePower_nw: 0.215
yosys:
  yosys_cells: 38
  aoi_share: 0.300
  yosys.area.top_type: "dfrtp_1"
  ys_sh_xor: 0.0505
  ys_area_sq_um: 347
  synth.distinct_cells: 23
  syn_avg_cell_area_sq_um: 9.12
  synthTopLogicFamily: "AND-OR/OR-AND gates"
  mux_area_frac: 0.0289
  yosys-top-cells-area: "dfrtp_1, ha_1, fa_1"
  synthCells: 38
  ys.flops: 4
  ys_sh_simple: 0.134
  fa_ha_area_frac: 0.130
  postSynthSeqShare: 0.289
  ys_warn_count: 1
  yosysTopAreaCellShare: 0.289
  synth_area_sq_um: 347
layout:
  fillerInstances: 394
  area_delta_synth_final_pct: 58.5
  layout_top_cell: "clkdlybuf4s50_1"
  drive_above_1_share: 0.151
  largest_register_ffs: 4
  layout_top_cells: "clkdlybuf4s50_1, inv_1, nand2_1, dfrtp_1"
cts:
  cts_tree: "built"
  h-tree-depth: 1
  clk_latency_ns: 0.24
  clockRootBuffer: "clkbuf_4"
  postCtsSetupBuffers: 0
  cts.hold.buffers_added: 0
  clk_pin_slew_ns: 0.04
  cts_buffers: 3
  clk_path_buf_depth: 2
  cts.sink_count: 4
  cts_resized: 0
outcome:
  status: "complete, no violations"
die:
  fp-utilization: 0.101
  ios: 13
  die_w_microns: 80
  die_h_microns: 80
  dieArea_sq_mm: 0.00640
  core-area_sq_mm: 0.00342
  row_count: 21
run:
  drv_cap: 0
  stage_log_warnings: 25
min_path:
  hold_path.class: "in2async"
place:
  io_buffers: 12
  globalplace.congestion: 0.723
  pre_cts_slack_ns: 0.152
  hpwl_microns: 817
## cells in the mapped netlist
cell and count:
nand2b_2 1, a21oi_1 3, a21oi_4 1, dfrtp_1 4
a21o_1 1, xnor2_1 1, nor2b_1 1, fa_1 1
nand3b_1 1, nand2_1 4, a21oi_2 1, nor2_1 1
mux2i_1 1, nand3_1 1, ha_1 2, buf_2 1
o211ai_1 2, xor2_1 1, o31ai_1 1, inv_1 5
a211oi_2 1, a2bb2oi_1 1, o22ai_1 2
## cell families (layout without fill, tap and decap cells)
logic type      after synthesis  after routing
flops                         4              4
simple gates                  9              9
buf+inv                       6             21
fa+ha+maj                     3              3
mux                           1              1
compound gates               13             13
xor+xnor                      2              2
## path summary, 6_finish.rpt
path | from | end | slack (ns)
min in group clk0 | counter[2] | counter[2] | 0.56
hold reg to reg | counter[2] | counter[2] | 0.56
setup reg to reg | counter[1] | counter[3] | 0.91
hold / removal | rst | counter[0] | 0.48
setup / recovery | UpDwn | counter[3] | 0.40
max in group asynchronous | rst | counter[2] | 1.75
## final cells by class
class                   instances  area (sq um)  area share
well taps                      46          57.6       0.105
repair buffers                 13           128       0.232
flip-flops and latches          4           100       0.182
inverters                       5          18.8      0.0342
clock buffers                   3          22.5      0.0410
multi-input cells              28           223       0.405
## metrics by stage
| stage | util | cell area [sq um] | hold WS [ns] | total power, W | instances |
|---|---|---|---|---|---|
| finish | 0.161 | 549 | 0.483 | 0.000286 | 99 |
| global route | 0.161 | 549 | 0.495 | 0.000314 | 99 |
| CTS | 0.161 | 549 | 0.483 | 0.000292 | 99 |
| detailed placement | 0.154 | 527 | 0.566 | 0.000205 | 96 |
| global placement | 0.154 | 527 | 0.562 | 0.000203 | 96 |
| floorplan | - | 347 | 0.246 | 0.000154 | 38 |
## power groups by stage
stage | combinational (W) | sequential, W | clock (W)
CTS | 0.000115 | 0.0000907 | 0.0000861
global route | 0.000125 | 0.0000934 | 0.0000955
finish | 0.000113 | 0.0000900 | 0.0000829
## metal layers
metal	vias up	track usage	part of all wire
met5	-	0	0
met4	0	0.00704	0.020
met3	2	0.0170	0.094
met2	12	0.0474	0.42
met1	141	0.0415	0.46
li1	164	-	-
## worst max-delay path, delay by kind of cell
family                   cells  cell delay (ns)
buffers and inverters        1             0.53
XOR/XNOR                     1             0.15
AND-OR/OR-AND                3             0.48
AND/OR/NAND/NOR              1             0.15
adder cells (fa/ha/maj)      1             0.33
Power is estimated from default activity; no workload was simulated.
